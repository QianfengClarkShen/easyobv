===== ./design.v =====
`timescale 1ns/1ps
module sync_reset # (
	parameter int N_STAGE = 4
)(
	input logic clk,
	input logic rst_in,
	output logic rst_out
);
	(* ASYNC_REG = "TRUE" *) logic rst_meta[N_STAGE-1:0];
	always_ff @(posedge clk, posedge rst_in) begin
		if (rst_in) begin
			for (int i = 0; i < N_STAGE; i++) begin
				rst_meta[i] <= 1'b1;
			end
		end
		else begin
			rst_meta[0] <= 1'b0;
			for (int i = 1; i < N_STAGE; i++) begin
				rst_meta[i] <= rst_meta[i-1];
			end
		end
	end
	assign rst_out = rst_meta[N_STAGE-1];
endmodule
`timescale 1ns/1ps
module sync_signle_bit #
(
    parameter int SIZE = 1,
    parameter int N_STAGE = 2,
    parameter int INPUT_REG = 0
)
(
    input logic clk_in,
    input logic clk_out,
    input logic rst,
    input logic [SIZE-1:0] din,
    output logic [SIZE-1:0] dout
);
    logic [SIZE-1:0] dint;
    (* ASYNC_REG = "TRUE" *) logic [SIZE-1:0] d_meta[N_STAGE-1:0];
    if (INPUT_REG) begin
        always_ff @(posedge clk_in or posedge rst) begin
            if (rst)
                dint <= {SIZE{1'b0}};
            else
                dint <= din;
        end
    end
    else begin
        assign dint = din;
    end
    always_ff @(posedge clk_out or posedge rst) begin
        if (rst)
            d_meta[0] <= {SIZE{1'b0}};
        else
            d_meta[0] <= dint;
    end
    genvar i;
    for (i = 1; i < N_STAGE; i=i+1) begin
        always_ff @(posedge clk_out or posedge rst) begin
            if (rst)
                d_meta[i] <= {SIZE{1'b0}};
            else
                d_meta[i] <= d_meta[i-1];
        end
    end
    assign dout = d_meta[N_STAGE-1];
endmodule
`timescale 1ns/1ps
module decoder_fifo #
(
    parameter DWIDTH_IN = 64,
    parameter DWIDTH_OUT = 64,
    parameter DEPTH = 16
)
(
    input logic s_axis_aclk,
    input logic m_axis_aclk,
    input logic s_axis_rst,
    input logic m_axis_rst,
    input logic rst,
    input logic [DWIDTH_IN-1:0] s_axis_tdata,
    input logic s_axis_tvalid,
    output logic s_axis_tready,
    output logic [DWIDTH_OUT-1:0] m_axis_tdata,
    output logic m_axis_tvalid,
    input logic m_axis_tready
);
if (DWIDTH_IN < DWIDTH_OUT) begin
    localparam int RATIO = DWIDTH_OUT/DWIDTH_IN;
    localparam bit [$clog2(RATIO)-1:0] INPUT_VALID_CNT = RATIO-1;
    logic [$clog2(RATIO)-1:0] input_cnt;
    logic [DWIDTH_OUT-1:0] input_reg;
    logic [DWIDTH_OUT-1:0] fifo_tdata;
    logic fifo_tvalid;
    logic fifo_tready;
    always_ff @(posedge s_axis_aclk) begin
        if (s_axis_rst) begin
            input_cnt <= {$clog2(RATIO){1'b0}};
            input_reg <= {DWIDTH_OUT{1'b0}};
        end
        else if (s_axis_tvalid && (input_cnt != INPUT_VALID_CNT || fifo_tready)) begin
            input_cnt <= input_cnt + 1'b1;
            input_reg <= {s_axis_tdata,input_reg[DWIDTH_OUT-1:DWIDTH_IN]};
        end        
    end
    easy_fifo_axis_async #(
        .DWIDTH     (DWIDTH_OUT),
        .DEPTH      (DEPTH),
        .INPUT_REG  (1),
        .OUTPUT_REG (1)
    ) u_easy_fifo_axis_async(
        .*,
        .s_axis_tdata  (fifo_tdata),
        .s_axis_tvalid (fifo_tvalid),
        .s_axis_tready (fifo_tready)
    );
    assign fifo_tdata = {s_axis_tdata,input_reg[DWIDTH_OUT-1:DWIDTH_IN]};
    assign fifo_tvalid = (input_cnt == INPUT_VALID_CNT) && s_axis_tvalid;
    assign s_axis_tready = fifo_tready || input_cnt != INPUT_VALID_CNT;
end
else if (DWIDTH_IN == DWIDTH_OUT) begin
    easy_fifo_axis_async #(
        .DWIDTH     (DWIDTH_IN),
        .DEPTH      (DEPTH),
        .INPUT_REG  (1),
        .OUTPUT_REG (1)
    ) u_easy_fifo_axis_async(.*);
end
else begin
    localparam int RATIO = DWIDTH_IN/DWIDTH_OUT;
    localparam bit [$clog2(RATIO)-1:0] OUTPUT_VALID_CNT = RATIO-1;
    logic [$clog2(RATIO)-1:0] output_cnt;
    logic [DWIDTH_IN-1:0] output_reg;
    logic [DWIDTH_IN-1:0] fifo_tdata;
    logic fifo_tvalid;
    logic fifo_tready;    
    easy_fifo_axis_async #(
        .DWIDTH     (DWIDTH_IN),
        .DEPTH      (DEPTH),
        .INPUT_REG  (1),
        .OUTPUT_REG (1)
    ) u_easy_fifo_axis_async(
        .*,
        .m_axis_tdata  (fifo_tdata),
        .m_axis_tvalid (fifo_tvalid),
        .m_axis_tready (fifo_tready)
    );
    always_ff @(posedge m_axis_aclk) begin
        if (m_axis_rst) begin
            output_cnt <= {$clog2(RATIO){1'b0}};
            output_reg <= {DWIDTH_IN{1'b0}};
            m_axis_tvalid <= 1'b0;
        end
        else begin
            if (m_axis_tready && m_axis_tvalid)
                output_cnt <= output_cnt + 1'b1;
            if (fifo_tready) begin
                output_reg <= fifo_tdata;
                m_axis_tvalid <= fifo_tvalid;
            end
            else if (m_axis_tready & m_axis_tvalid) begin
                output_reg <= {{DWIDTH_OUT{1'b0}},output_reg[DWIDTH_IN-1:DWIDTH_OUT]};
            end
        end
    end
    assign fifo_tready = ((output_cnt == OUTPUT_VALID_CNT) && m_axis_tready) || ~m_axis_tvalid;
    assign m_axis_tdata = output_reg[DWIDTH_OUT-1:0];
end
endmodule
`timescale 1ns/1ps
module async_fifo #
(
    parameter int DWIDTH = 64,
    parameter int DEPTH = 16
)
(
    input logic rst,
    input logic wr_rst,
    input logic rd_rst,
    input logic wr_clk,
    input logic rd_clk,
    input logic wr_en,
    input logic rd_en,
    input logic [DWIDTH-1:0] wr_data,
    output logic wr_full,
    output logic [DWIDTH-1:0] rd_data,
    output logic rd_empty
);
    logic [$clog2(DEPTH)-1:0] wr_addr, rd_addr;
    logic [$clog2(DEPTH):0] wr_ptr, rd_ptr, wr_ptr_rsync, rd_ptr_wsync;
    sync_signle_bit #(
        .SIZE      ($clog2(DEPTH)+1),
        .N_STAGE   (2),
        .INPUT_REG (0)
    ) u_sync_signle_bit1 (
    	.clk_in  (wr_clk),
        .clk_out (rd_clk),
        .rst     (rst),
        .din     (wr_ptr),
        .dout    (wr_ptr_rsync)
    );
    sync_signle_bit #(
        .SIZE      ($clog2(DEPTH)+1),
        .N_STAGE   (2),
        .INPUT_REG (0)
    ) u_sync_signle_bit2 (
    	.clk_in  (rd_clk),
        .clk_out (wr_clk),
        .rst     (rst),
        .din     (rd_ptr),
        .dout    (rd_ptr_wsync)
    );
    simple_dp_ram #(
        .DWIDTH (DWIDTH),
        .DEPTH  (DEPTH)
    ) u_simple_dp_ram (
        .*,
        .wr_en(wr_en&~wr_full)
    );
    async_rd_ctrl #(
        .DEPTH  (DEPTH)
    ) u_async_rd_ctrl (
        .*,
        .rst(rd_rst)
    );
    async_wr_ctrl #(
        .DEPTH  (DEPTH)
    ) u_async_wr_ctrl(
        .*,
        .rst(wr_rst)
    );
endmodule
`timescale 1ns/1ps
module async_rd_ctrl #
(
    parameter int DEPTH = 4
)
(
    input logic rst,
    input logic rd_clk,
    input logic rd_en,
    input logic [$clog2(DEPTH):0] wr_ptr_rsync,
    output logic [$clog2(DEPTH)-1:0] rd_addr,
    output logic [$clog2(DEPTH):0] rd_ptr,
    output logic rd_empty
);
    localparam AWIDTH = $clog2(DEPTH);
    logic [AWIDTH:0] rd_ptr_bin;
    logic [AWIDTH:0] wr_ptr_rsync_bin;
    graycntr #(
        .SIZE (AWIDTH+1)
    ) u_graycntr (
    	.rst  (rst),
        .clk  (rd_clk),
        .inc  (rd_en&~rd_empty),
        .gray (rd_ptr)
    );
    gray2bin #(
        .SIZE (AWIDTH+1)
    ) u_gray2bin1 (
    	.gray (wr_ptr_rsync),
        .bin  (wr_ptr_rsync_bin)
    );
    gray2bin #(
        .SIZE (AWIDTH+1)
    ) u_gray2bin2 (
    	.gray (rd_ptr),
        .bin  (rd_ptr_bin)
    );
    assign rd_empty = rd_ptr_bin == wr_ptr_rsync_bin;
    assign rd_addr = rd_ptr_bin[AWIDTH-1:0];
endmodule
`timescale 1ns/1ps
module async_wr_ctrl #
(
    parameter int DEPTH = 4
)
(
    input logic rst,
    input logic wr_clk,
    input logic wr_en,
    input logic [$clog2(DEPTH):0] rd_ptr_wsync,
    output logic [$clog2(DEPTH)-1:0] wr_addr,
    output logic [$clog2(DEPTH):0] wr_ptr,
    output logic wr_full
);
    localparam AWIDTH = $clog2(DEPTH);
    logic [AWIDTH:0] wr_ptr_bin;
    logic [AWIDTH:0] rd_ptr_wsync_bin;
    graycntr #(
        .SIZE (AWIDTH+1)
    ) u_graycntr (
    	.rst  (rst),
        .clk  (wr_clk),
        .inc  (wr_en&~wr_full),
        .gray (wr_ptr)
    );
    gray2bin #(
        .SIZE (AWIDTH+1)
    ) u_gray2bin1 (
    	.gray (rd_ptr_wsync),
        .bin  (rd_ptr_wsync_bin)
    );
    gray2bin #(
        .SIZE (AWIDTH+1)
    ) u_gray2bin2 (
    	.gray (wr_ptr),
        .bin  (wr_ptr_bin)
    );
    always_ff @(posedge wr_clk) begin
        if (rst) begin
            wr_full <= 1'b0;
        end
        else begin
            wr_full <= (wr_ptr_bin+(wr_en&~wr_full)) == {~rd_ptr_wsync_bin[AWIDTH],rd_ptr_wsync_bin[AWIDTH-1:0]};
        end
    end
    assign wr_addr = wr_ptr_bin[AWIDTH-1:0];
endmodule
`timescale 1ns/1ps
module graycntr #
(
    parameter int SIZE = 4
)
(
    input logic rst,
    input logic clk,
    input logic inc,
    output logic [SIZE-1:0] gray
);
    logic [SIZE-1:0] bin;
    logic [SIZE-1:0] bin_reg;
    always_ff @(posedge clk) begin
        if (rst) begin
            bin_reg <= {SIZE{1'b0}};
            gray <= {SIZE{1'b0}};
        end
        else begin
            bin_reg <= bin;
            gray <= (bin>>1) ^ bin;
        end
    end
    assign bin = bin_reg + inc;
endmodule
module gray2bin #
(
    parameter int SIZE = 4
)
(
    input logic [SIZE-1:0] gray,
    output logic [SIZE-1:0] bin
);
    genvar i;
    for (i=0; i<SIZE; i=i+1) begin
        assign bin[i] = ^(gray>>i);
    end
endmodule
`timescale 1ns/1ps
module simple_dp_ram #
(
    parameter int DWIDTH = 64,
    parameter int DEPTH = 16
)
(
    input logic wr_clk,
    input logic [DWIDTH-1:0] wr_data,
    input logic [$clog2(DEPTH)-1:0] wr_addr,
    input logic wr_en,
    input logic [$clog2(DEPTH)-1:0] rd_addr,
    output logic [DWIDTH-1:0] rd_data
);
    logic [DWIDTH-1:0] mem_int[DEPTH-1:0];
    always_ff @(posedge wr_clk) begin
        if (wr_en) mem_int[wr_addr] <= wr_data;
    end
    assign rd_data = mem_int[rd_addr];
endmodule
`timescale 1ns/1ps
module easy_fifo_axis_async #
(
    parameter int DWIDTH = 32,
    parameter int DEPTH = 16,
    parameter int INPUT_REG = 0,
    parameter int OUTPUT_REG = 0
)
(
    input logic rst,
    input logic s_axis_aclk,
    input logic m_axis_aclk,
    input logic [DWIDTH-1:0] s_axis_tdata = {DWIDTH{1'b0}},
    input logic s_axis_tvalid,
    output logic s_axis_tready,
    output logic [DWIDTH-1:0] m_axis_tdata,
    output logic m_axis_tvalid,
    input logic m_axis_tready
);
    logic wr_rst, rd_rst;
    logic wr_clk, rd_clk;
    logic [DWIDTH-1:0] wr_data_int, rd_data_int;
    logic wr_en_int, rd_en_int;
    logic wr_full_int, rd_empty_int;
    logic [DWIDTH-1:0] rd_data_async;
    logic wr_full_async, rd_empty_async;
    assign wr_clk = s_axis_aclk;
    assign rd_clk = m_axis_aclk;
    if (INPUT_REG) begin
        always_ff @(posedge wr_clk) begin
            if (wr_rst) begin
                wr_data_int <= {DWIDTH{1'b0}};
                wr_en_int <= 1'b0;
            end
			else if (s_axis_tready) begin
                wr_data_int <= s_axis_tdata;
                wr_en_int <= s_axis_tvalid;
            end
        end
		assign s_axis_tready = (~wr_full_int | ~wr_en_int) & ~wr_rst;
    end
    else begin
        assign wr_data_int = s_axis_tdata;
        assign wr_en_int = s_axis_tvalid;
		assign s_axis_tready = ~wr_full_int & ~wr_rst;
    end
    if (OUTPUT_REG) begin
        always_ff @(posedge rd_clk) begin
            if (rd_rst) begin
                m_axis_tdata <= {DWIDTH{1'b0}};
                m_axis_tvalid <= 1'b0;
            end
            else if (rd_en_int) begin
                m_axis_tdata <= rd_data_int;
                m_axis_tvalid <= ~rd_empty_int;
            end
        end
		assign rd_en_int = m_axis_tready | ~m_axis_tvalid;
    end
    else begin
        assign m_axis_tdata = rd_data_int;
        assign m_axis_tvalid = ~rd_empty_int & ~rd_rst;
		assign rd_en_int = m_axis_tready;
    end
    if (DEPTH <= 16) begin
        async_fifo #(
            .DWIDTH (DWIDTH),
            .DEPTH  (DEPTH)
        ) u_async_fifo (
            .*,
            .wr_en    (wr_en_int),
            .rd_en    (rd_en_int),
            .wr_data  (wr_data_int),
            .wr_full  (wr_full_int),
            .rd_data  (rd_data_int),
            .rd_empty (rd_empty_int)
        );
    end
    else begin
        async_fifo #(
            .DWIDTH (DWIDTH),
            .DEPTH  (16)
        ) u_async_fifo (
            .*,
            .wr_en    (wr_en_int),
            .rd_en    (~wr_full_async),
            .wr_data  (wr_data_int),
            .wr_full  (wr_full_int),
            .rd_data  (rd_data_async),
            .rd_empty (rd_empty_async)
        );
        sync_fifo #(
            .DWIDTH   (DWIDTH),
            .DEPTH    (DEPTH-16)
        ) u_sync_fifo (
        	.clk      (rd_clk),
            .rst      (rd_rst),
            .wr_data  (rd_data_async),
            .wr_en    (~rd_empty_async),
            .rd_en    (rd_en_int),
            .rd_data  (rd_data_int),
            .wr_full  (wr_full_async),
            .rd_empty (rd_empty_int)
        );
    end
    rst_cntrl u_rst_cntrl(.*);
endmodule
`timescale 1ns/1ps
module rst_cntrl (
    input logic rst,
    input logic wr_clk,
    input logic rd_clk,
    output logic wr_rst = 1'b0,
    output logic rd_rst = 1'b0
);
    logic wr_rst_request, rd_rst_request;
    logic wr_rst_rd_synced, rd_rst_wr_synced;
    sync_reset # (
        .N_STAGE(4)
    ) u_sync_reset_wr (
    	.clk        (wr_clk),
        .rst_in     (rst),
        .rst_out    (wr_rst_request)
    );
    sync_reset # (
        .N_STAGE(4)
    ) u_sync_reset_rd (
    	.clk        (rd_clk),
        .rst_in     (rst),
        .rst_out    (rd_rst_request)
    );
    sync_reset # (
        .N_STAGE(6)
    ) u_sync_reset_rd2wr (
    	.clk        (wr_clk),
        .rst_in     (rd_rst),
        .rst_out    (rd_rst_wr_synced)
    );
    sync_reset # (
        .N_STAGE(6)
    ) u_sync_reset_wr2rd (
    	.clk        (rd_clk),
        .rst_in     (wr_rst),
        .rst_out    (wr_rst_rd_synced)
    );
    always_ff @(posedge wr_clk) begin
        if (wr_rst_request)
            wr_rst <= 1'b1;
        else if (rd_rst_wr_synced)
            wr_rst <= 1'b0;
    end
    always_ff @(posedge rd_clk) begin
        if (rd_rst_request)
            rd_rst <= 1'b1;
        else if (wr_rst_rd_synced)
            rd_rst <= 1'b0;
    end
endmodule

===== ./run.sh =====
#!/bin/bash
# OpenROAD 26Q1-2900-gdf79404cd8, Yosys 0.63+post, stock flow scripts
make -C /OpenROAD-flow-scripts/flow DESIGN_CONFIG=/design/flow/config.mk WORK_HOME=/design/flow/orfs finish

===== ./config.mk =====
export PLATFORM = sky130hd
export DESIGN_NAME = decoder_fifo
export DESIGN_NICKNAME = decoder_fifo
export VERILOG_FILES = /design/flow/design.v
export SDC_FILE = /design/flow/constraint.sdc
export NUM_CORES = 4
export LEC_CHECK = 1
export CORE_UTILIZATION = 30

===== ./constraint.sdc =====
current_design decoder_fifo

set clk_period 2.9
set clk_io_pct 0.2

create_clock -name clk0 -period $clk_period [get_ports {m_axis_aclk}]
create_clock -name clk1 -period $clk_period [get_ports {s_axis_aclk}]

set non_clock_inputs [all_inputs -no_clocks]
set_input_delay [expr $clk_period * $clk_io_pct] -clock clk0 $non_clock_inputs
set_output_delay [expr $clk_period * $clk_io_pct] -clock clk0 [all_outputs]

==> impl_metrics.yaml <==
# synthesis and place-and-route metrics
route:
  first_pass_iters: 6
  drc: 0
  via_count: 24000
  wire_per_inst_um: 23.5
  drt-vias-per-instance: 4.90
  wirelength_mm: 115
  drt-initial-drc-count: 1422
  diodes: 0
  ant_nets: 0
logic_synthesis:
  synth_top_area_share_pct: 67.4
  flop_cell: "edfxtp_1"
  topCellsByArea: "edfxtp_1 67%, mux4_2 8.1%, dfxtp_1 6.6%"
  yosysChipArea_um2: 45600
  synthArstFlopShare_pct: 3.29
  synthCells: 2556
  yosysSeqAreaShare_pct: 76.2
  yosysTopAreaCell: "edfxtp_1"
  edf_count: 1024
  syn_area_um2: 45600
  synth.distinct_cells: 55
  synth_flop_count: 1215
  yosys_warnings: 11
  yosysCellCount: 2556
  syn_avg_cell_area_um2: 17.9
pwr:
  finalPower_mw: 36.9
  combPwrFrac_pct: 4.7
  powerDensity_nw_per_um2: 679
  p_sw_share_pct: 21.4
  ir_worst_vdd_v: 0.000508
  power_frac_seq_pct: 52.7
  p_clk_share_pct: 42.6
  intPower_mw: 29.0
  p_switching_mw: 7.89
  p_leak_nw: 17.3
placement:
  place.gp.congestion: 0.811
  dpl.hpwl_mm: 65.5
  place_area_um2: 50400
  pre_cts_slack_ps: 176
  dp_cells: 4682
  io_buffers: 133
floorplanning:
  fp_util_pct: 30.3
  pin_count: 137
  core.rowCount: 142
  die_h_um: 392
  dieArea_um2: 154000
  coreArea_um2: 150000
  die_width_um: 392
setup_path:
  critPathLaunchType: "flip-flop"
  crit_end: "s_axis_tready"
  path_cells: "and2_4, nor2_2, clkdlybuf4s50_1"
  slowest_stage: "clkdlybuf4s50_1"
  reg2reg_slack_ps: 220
  critPathKind: "flip-flop to output port"
  path_max_fanout: 23
  crit_path_end_kind: "output port"
  required_ps: 2320
  path_delay_family: "simple AND/OR/NAND/NOR gates"
  crit_cells: 3
  cp_num_buf_inv: 1
  crit_arrival_ps: 2110
  reg2regPathDepth: 10
  cpPeakStageDelay_ps: 510
clock_network:
  cts_tree: "done"
  path_clk_slew_ps: 80
  clock-sinks: 1215
  post-cts-setup-buffers: 0
finish:
  stdcell_area_um2: 54300
  finalCoreUtilization_pct: 36.1
  final_cell_mix: "1,024 x edfxtp_1, 263 x nand2_1, 165 x mux4_2, 147 x dfxtp_1, 133 x clkdlybuf4s50_1"
  syn_to_final_growth_pct: 19.0
  fin_cells: 4903
  layout_top_cell: "edfxtp_1"
  fill_cells: 13700
  drive_gt1_share_pct: 18.8
final_timing:
  drv_slew: 0
  worst_slack_ps: 212
  hold_violations: 0
  skew_ps: 28.2
  rsz0062_at_grt: "false"
  setup_viol: 0
  tightest_slew_ps: 770
  maxSlewHeadroom_pct: 48.7
min_path:
  holdPathStages: 1
  hold_class: "flip-flop to flip-flop"
grt:
  grt_pass1_wl_mm: 170
  grt_max_degree: 79
  overflow: 0
  grt_use_total_pct: 16.3
  antenna_found_initial: 0
  grt_pass1_vias: 25700
run_status:
  outcome: "finished, final reports clean"
flow_run:
  warnings: 30
  maxCapViolations: 0
cells by family (layout without fill, tap and decap cells):
logic type	Yosys count	in the layout	synth area share [%]
compound gates	405	405	5.67
xor+xnor	47	47	1.06
fa+ha+maj	6	6	0.164
buf+inv	153	481	1.74
flops	1215	1215	76.2
mux	300	300	11.2
other cells	1	4	0.00822
simple gates	429	429	3.96
area by class of cell:
cell class	count	area, µm²	area share, %
tap	2016	2520	4.65
inverter	8	30.0	0.0553
clock inverter	53	564	1.04
multi-input combinational	1191	10300	18.9
clock buffer	168	3370	6.20
timing repair buffer	252	2740	5.04
sequential	1215	34800	64.1
power by group through the flow:
stage     sequential, mW  clock [mW]  combinational, mW
6_report            19.5        15.7               1.72
4_1_cts             19.5        16.0               1.76
5_1_grt             19.5        16.7               1.88
worst min-delay path by stage:
stage / to / slack (ps)
final: flip-flop / 340
after global routing: flip-flop / 340
after CTS: flip-flop / 310
metrics by stage:
stage	hold WS (ps)	setup TNS, ps
finish	338	0
global route	339	0
detailed placement	335	0
global placement	334	0
floorplan	329	-176980
CTS	310	0
Yosys cell counts (all sizes together) (27+ instances only):
cell type	instances
a221oi	27
buf	74
a22oi	27
o21ai	74
xnor2	31
nand2	264
edfxtp	1024
clkbuf	71
mux2i	116
dfxtp	151
o211ai	32
mux4	165
nor2	71
a21oi	127
a211oi	27
per-layer routing:
metal | track usage (%) | share of wire (%) | routed length [µm]
met1 | 19.8 | 36 | 41100
met2 | 23.5 | 45 | 52200
met3 | 12.4 | 16 | 18900
met4 | 2.98 | 2.2 | 2540
met5 | 1.44 | 0.25 | 285
what timing repair did:
action / in CTS / in global routing
hold buffers: 0 / 0
endpoints found under the setup margin: 0 / 2
gates resized: 0 / 4
Power and IR drop assume default switching activity.

$ cat ./config.mk
export PLATFORM = sky130hd
export DESIGN_NAME = easy_fifo_axis_sync
export DESIGN_NICKNAME = easy_fifo_axis_sync
export VERILOG_FILES = /design/flow/design.v
export SDC_FILE = /design/flow/constraint.sdc
export NUM_CORES = 4
export LEC_CHECK = 1
export CORE_UTILIZATION = 30
$ cat ./run.sh
#!/bin/bash
# OpenROAD 26Q1-2900-gdf79404cd8, Yosys 0.63+post, stock flow scripts
make -C /OpenROAD-flow-scripts/flow DESIGN_CONFIG=/design/flow/config.mk WORK_HOME=/design/flow/orfs finish
$ cat ./constraint.sdc
current_design easy_fifo_axis_sync

set clk_period 12.3
set clk_io_pct 0.2

create_clock -name clk0 -period $clk_period [get_ports {clk}]

set non_clock_inputs [all_inputs -no_clocks]
set_input_delay [expr $clk_period * $clk_io_pct] -clock clk0 $non_clock_inputs
set_output_delay [expr $clk_period * $clk_io_pct] -clock clk0 [all_outputs]
$ cat ./design.v
`timescale 1ns/1ps
module sync_fifo #
(
    parameter int DWIDTH = 32,
    parameter int DEPTH = 512
)
(
    input logic clk,
    input logic rst,
    input logic [DWIDTH-1:0] wr_data,
    input logic wr_en,
    input logic rd_en,
    output logic [DWIDTH-1:0] rd_data,
    output logic wr_full,
    output logic rd_empty
);
    localparam int LUT_DEPTH = DEPTH < 16 ? DEPTH : 16;
    localparam int BRAM_DEPTH = 1 << $clog2(DEPTH-LUT_DEPTH);
    localparam RAM_STYLE = BRAM_DEPTH > 32 ? "block" : "distributed";
    logic [DWIDTH-1:0] fifo_lutram[LUT_DEPTH-1:0];
    logic [$clog2(LUT_DEPTH)-1:0] lutram_rd_addr;
    logic [$clog2(LUT_DEPTH)-1:0] lutram_wr_addr;
    logic [$clog2(LUT_DEPTH):0] lutram_rd_ptr;
    logic [$clog2(LUT_DEPTH):0] lutram_wr_ptr;
    logic [DWIDTH-1:0] data_from_fifo;
    logic lutram_empty;
    logic lutram_full;
    logic input_to_output;
    logic input_to_lutram;
    if (DEPTH > 16) begin
        (* ram_style = RAM_STYLE *) logic [DWIDTH-1:0] fifo_bram[BRAM_DEPTH-1:0];
        logic [$clog2(BRAM_DEPTH)-1:0] bram_rd_addr;
        logic [$clog2(BRAM_DEPTH)-1:0] bram_wr_addr;
        logic [$clog2(BRAM_DEPTH):0] bram_rd_ptr;
        logic [$clog2(BRAM_DEPTH):0] bram_wr_ptr;
        logic [DWIDTH-1:0] bram_reg_1, bram_reg_2;
        logic bram_valid_1, bram_valid_2;
        logic bram_to_lutram, bram_to_lutram_1, bram_to_lutram_2;
        logic input_to_bram;
        logic bram_full;
        logic bram_empty;
        always_ff @(posedge clk) begin
            bram_reg_1 <= fifo_bram[bram_rd_addr];
            bram_reg_2 <= bram_reg_1;
        end
        always_ff @(posedge clk) begin
            if (rst) begin
                lutram_rd_ptr <= {{$clog2(LUT_DEPTH)+1}{1'b0}};
                lutram_wr_ptr <= {{$clog2(LUT_DEPTH)+1}{1'b0}};
                bram_rd_ptr <= {{$clog2(BRAM_DEPTH)+1}{1'b0}};
                bram_wr_ptr <= {{$clog2(BRAM_DEPTH)+1}{1'b0}};
                bram_valid_1 <= 1'b0;
                bram_valid_2 <= 1'b0;
                bram_to_lutram <= 1'b0;
                bram_to_lutram_1 <= 1'b0;
                bram_to_lutram_2 <= 1'b0;
            end
            else begin
                if (~bram_full & input_to_bram) begin
                    fifo_bram[bram_wr_addr] <= wr_data;
                    bram_wr_ptr <= bram_wr_ptr + 1'b1;
                end
                if (input_to_lutram)
                    fifo_lutram[lutram_wr_addr] <= wr_data;
                else if (bram_to_lutram_2 & bram_valid_2)
                    fifo_lutram[lutram_wr_addr] <= bram_reg_2;
                if (input_to_lutram | (bram_to_lutram_2 & bram_valid_2))
                    lutram_wr_ptr <= lutram_wr_ptr + 1'b1;
                if (bram_rd_ptr != bram_wr_ptr && bram_to_lutram)
                    bram_rd_ptr <= bram_rd_ptr + 1'b1;
                bram_valid_1 <= bram_rd_ptr != bram_wr_ptr;
                bram_valid_2 <= bram_valid_1;
                bram_to_lutram_1 <= bram_to_lutram;
                bram_to_lutram_2 <= bram_to_lutram_1;
                if (lutram_wr_ptr - lutram_rd_ptr <= 5'd8)
                    bram_to_lutram <= 1'b1;
                else
                    bram_to_lutram <= 1'b0;
                if (rd_en && lutram_rd_ptr != lutram_wr_ptr)
                    lutram_rd_ptr <= lutram_rd_ptr + 1'b1;
            end
        end
        assign wr_full = bram_full;
        assign bram_full = bram_rd_ptr == {~bram_wr_ptr[$clog2(BRAM_DEPTH)], bram_wr_addr};
        assign bram_empty = bram_rd_ptr == bram_wr_ptr && ~bram_valid_1 && ~bram_valid_2;
        assign bram_wr_addr = bram_wr_ptr[$clog2(BRAM_DEPTH)-1:0];
        assign bram_rd_addr = bram_rd_ptr[$clog2(BRAM_DEPTH)-1:0];
        assign input_to_output = lutram_empty & bram_empty & rd_en;
        assign input_to_bram = wr_en && (~bram_empty || lutram_full);
        assign input_to_lutram = (~lutram_empty | ~rd_en) & bram_empty & wr_en & ~lutram_full;
        assign rd_data = (lutram_empty & bram_empty) ? wr_data : data_from_fifo;
        assign rd_empty = lutram_empty & (~wr_en | ~bram_empty);
    end
    else begin
        always_ff @(posedge clk) begin
            if (rst) begin
                lutram_rd_ptr <= {($clog2(LUT_DEPTH)+1){1'b0}};
                lutram_wr_ptr <= {($clog2(LUT_DEPTH)+1){1'b0}};
            end
            else begin
                if (input_to_lutram) begin
                    fifo_lutram[lutram_wr_addr] <= wr_data;
                    lutram_wr_ptr <= lutram_wr_ptr + 1'b1;
                end
                if (rd_en && lutram_rd_ptr != lutram_wr_ptr)
                    lutram_rd_ptr <= lutram_rd_ptr + 1'b1;
            end
        end
        assign wr_full = lutram_full;
        assign input_to_output = lutram_empty & rd_en;
        assign input_to_lutram = ~input_to_output & wr_en & ~lutram_full;
        assign rd_data = lutram_empty ? wr_data : data_from_fifo;
        assign rd_empty = lutram_empty & ~wr_en;
    end
    assign lutram_wr_addr = lutram_wr_ptr[$clog2(LUT_DEPTH)-1:0];
    assign lutram_rd_addr = lutram_rd_ptr[$clog2(LUT_DEPTH)-1:0];
    assign lutram_full = lutram_rd_ptr == {~lutram_wr_ptr[$clog2(LUT_DEPTH)],lutram_wr_addr};
    assign lutram_empty = lutram_rd_ptr == lutram_wr_ptr;
    assign data_from_fifo = fifo_lutram[lutram_rd_addr];
endmodule
`timescale 1ns/1ps
module easy_fifo_axis_sync #
(
    parameter int DWIDTH = 32,
    parameter int DEPTH = 16,
    parameter int INPUT_REG = 0,
    parameter int OUTPUT_REG = 0
)
(
    input logic rst,
    input logic clk,
    input logic [DWIDTH-1:0] s_axis_tdata,
    input logic s_axis_tvalid,
    output logic s_axis_tready,
    output logic [DWIDTH-1:0] m_axis_tdata,
    output logic m_axis_tvalid,
    input logic m_axis_tready
);
    logic wr_clk_int, rd_clk_int;
    logic [DWIDTH-1:0] wr_data_int, rd_data_int;
    logic wr_en_int, rd_en_int;
    logic wr_full_int, rd_empty_int;
    assign wr_clk_int = clk;
    assign rd_clk_int = clk;
    if (INPUT_REG) begin
        always_ff @(posedge wr_clk_int) begin
            if (rst) begin
                wr_data_int <= {DWIDTH{1'b0}};
                wr_en_int <= 1'b0;
            end
            else if (s_axis_tready) begin
                wr_data_int <= s_axis_tdata;
                wr_en_int <= s_axis_tvalid;
            end
		end
		assign s_axis_tready = ~wr_full_int | ~wr_en_int;
    end
    else begin
        assign wr_data_int = s_axis_tdata;
        assign wr_en_int = s_axis_tvalid;
		assign s_axis_tready = ~wr_full_int;
    end
    if (OUTPUT_REG) begin
        always_ff @(posedge rd_clk_int) begin
            if (rst) begin
                m_axis_tdata <= {DWIDTH{1'b0}};
                m_axis_tvalid <= 1'b0;
            end
            else if (rd_en_int) begin
                m_axis_tdata <= rd_data_int;
                m_axis_tvalid <= ~rd_empty_int;
            end
        end
		assign rd_en_int = m_axis_tready | ~m_axis_tvalid;
    end
    else begin
        assign m_axis_tdata = rd_data_int;
        assign m_axis_tvalid = ~rd_empty_int;
		assign rd_en_int = m_axis_tready;
    end
    sync_fifo #(
        .DWIDTH   (DWIDTH),
        .DEPTH    (DEPTH)
    ) u_sync_fifo (
    	.clk      (clk),
        .rst      (rst),
        .wr_data  (wr_data_int),
        .wr_en    (wr_en_int),
        .rd_en    (rd_en_int),
        .rd_data  (rd_data_int),
        .wr_full  (wr_full_int),
        .rd_empty (rd_empty_int)
    );
endmodule
==> notes.org <==
#+TITLE: Flow metrics

** Critical path
- The critical path in this run is classified as flip-flop to primary output.
- R2r startpoint :: u_sync_fifo.lutram_wr_ptr[3]
- Endpoint of the worst-slack reg-to-reg timing path :: u_sync_fifo.fifo_lutram[14][16]
- Setup slack of the most critical reg-to-reg path :: 8930 ps
- The worst register-to-register path has a depth of 6.
- Data required time of the worst path :: 9840 ps
- For the worst setup path, the data arrival time is 4740 ps.
- STA classifies the critical path endpoint as a primary output.
- The worst setup path is launched from a flip-flop.
- CP Max Fanout :: 31

** Hold path
- Looking at the hold checks, the worst path lands on u_sync_fifo.lutram_wr_ptr[4].
- The report gives the cell count of the worst hold path as 2.
- Looking at hold timing, the worst path starts from u_sync_fifo.lutram_wr_ptr[4].
- STA reports the tightest min-delay check as being of type flip-flop to flip-flop.

** Synthesis
- Once synthesis finished, the tally of register bits stood at about 530.
- Top cells by area :: edfxtp_1 75%, mux4_2 14%, mux2i_1 1.6%
- Per the synthesis report, the number of distinct cell types is 35.
- Post-synth seq share :: about three quarters
- Yosys stat counts 945 cells in the synthesized netlist.
- The synthesized netlist occupies a cell area of 20500 um^2.
- Measured against the total synthesized area, the mux share comes to 15.8%.
- The biggest area contributor in the post-synthesis netlist is edfxtp_1.
- The post-synth count of flops with an enable pin is slightly above 500.
- The most used flip-flop cell after synthesis is edfxtp_1.
- Chip area line of the yosys report :: 20500 um^2
- Synthesis produced a netlist whose cell count is 945.
- Post-synthesis async set-or-reset flop share :: 0%
- Top cell type by instance count after synthesis :: edfxtp_1
- Average size of a mapped cell :: 21.7 um^2
- The commonest cells after synthesis are 512 x edfxtp_1, 129 x mux4_2, 47 x nor2_1.
- For reference, simple AND, OR, NAND and NOR cells occupy 2.74% of the area reported after synthesis.
- Synth Area in XOR/XNOR :: 0.513%
- Biggest combinational cell group after synthesis :: multiplexers
- The synthesized netlist devotes 2.77% of its cell area to compound gates.
- The warning tally printed by Yosys for this design is 1.
- The cell-mix breakdown from Yosys lists the adder-cell area share as 0.306%.
- Area leader share :: 75.1%

** STA
- In this run the tightest slew margin relative to its limit is 8.08%.
- From the final report, the count of setup violators was given as 0.
- The smallest clock period supported by the final layout is computed as around 7000 ps.
- Final setup skew :: between 10 and 15 ps
- Final hold viol count :: 0
- Hold Worst Slack :: 505 ps
- Setup repair after global routing left no endpoint under its margin.
- Total negative slack :: 0 ps
- For the pin with the worst max-slew slack, the measured transition is 1340 ps.
- Final Max Slew Viols :: 0
- Final clock period utilization by the worst path :: 58.6%
- Timing-limited maximum frequency :: 139 MHz

** Clock tree
- CTS tree :: built
- Counting the buffers created by CTS gives 48.
- Number of gates resized after CTS :: 0
- Buffer type at the clock tree root :: clkbuf_16
- The H-tree was split into 2 levels.
- Post-CTS Hold Buffers :: 0
- Clock net sink count :: roughly 530
- Worst-path clk slew :: 60 ps
- Clock latency reported for the late side of the worst-skew pair :: 570 ps
- Looking at the clock tree report, the maximum root-to-sink buffer count equals 3.
- Count of buffers added by post-CTS timing repair for setup :: 0

** GRT
- First-pass GRT wire length :: 68900 um
- Met3 GRT Util :: around a tenth
- Grt ovf :: 0
- Entering global routing, the biggest net connects 45 pins.
- Global routing consumed, on the met1 layer, 16.8% of the routing resources.
- The number of global-route vias before repair came to ~11000.
- All-Layer GR Usage :: 14.6%
- The global routing report lists met2 layer usage as a little under a quarter.
- The global routing stage identified its most utilized layer as met2.
- The initial antenna violation count was 1.

** Placed design
- For this run the detailed placement stage logged an HPWL of 24000 um.
- The placement report lists the number of port buffers as between 60 and 70.
- The placement summary gives the final routability congestion estimate as around 0.74.

** Route
- Once iteration 0 of detailed routing completed, the report listed 506 DRC markers.
- Per the post-route antenna check, the number of violating nets is 0.
- DR pass1 iterations :: 4
- Final routed DRC violation total :: 0
- The routed design shows a via density per instance of 4.99.
- Detailed routing inserted a total of 9727 vias.
- Final wirelength :: approximately 46000 um
- The routed design shows a wire length per standard cell of 23.8 um.

** Job
- Number of max-cap violations :: 0
- Across all stage logs, warnings added up to 28.

** Layout
- The layout summary lists the proportion of cells stronger than drive strength 1 as 23.2%.
- In this run the layout overhead on the synthesized area is reported as 16.4%.
- The final layout report lists a filler cell count of about 6000.

** Floorplan
- Pin placement for this block handled approximately 70 I/O pins.
- The die is about 260 um wide.
- The die covers roughly 70000 um^2.
- Standard-cell row count :: 95
- The vertical die dimension reported for this design is around 260 um.
- Before placement the cells fill between 30 and 40% of the core.
- The region available for standard cell placement spans a little under 70000 um^2.

** Power
- IR analysis of the VDD net gives a maximum drop of 0.115 mV.
- The power report puts the leakage power at 7.01 nW.
- Power density over the cells :: 175 nW/um^2

** Run status
- The flow ran to the end, and the final reports show no timing, DRC or antenna violations.
[cell usage in the layout, fill, tap and decap left out, types with 2 or more instances in the layout]
cell / synthesis / final
nor2_1: 47 / 42
or3_1: 2 / 2
clkbuf_1: 35 / 17
xnor2_1: 5 / 5
nand2_1: 4 / 4
clkbuf_8: 0 / 2
clkinv_1: 0 / 8
mux2i_1: 33 / 33
nor2b_1: 31 / 31
nor3_2: 0 / 4
o211ai_1: 4 / 4
bufinv_16: 0 / 2
inv_1: 2 / 2
edfxtp_1: 512 / 512
nor4b_2: 0 / 4
inv_6: 0 / 2
clkbuf_16: 0 / 49
ha_1: 5 / 5
nor4_2: 0 / 4
a2111oi_1: 0 / 2
buf_4: 7 / 36
xor2_1: 7 / 7
nand2b_1: 5 / 5
dfxtp_1: 14 / 10
a2111oi_0: 31 / 29
a211oi_1: 31 / 31
clkinv_2: 0 / 4
o21ai_0: 2 / 2
nor2_4: 0 / 5
mux4_2: 129 / 129
clkdlybuf4s50_1: 0 / 69
and3_1: 2 / 2
dfxtp_4: 0 / 3
[final cells by class]
class,count,area [um^2],share of cell area [%]
sequential,526,15700,65.7
antenna,1,2.50,0.0105
timing repair buffer,106,972,4.08
clock buffer,68,1320,5.53
inverter,2,7.51,0.0315
tap,873,1090,4.58
clock inverter,16,128,0.536
multi-input combinational,359,4640,19.5
[cells by family (layout without fill, tap and decap cells)]
| group | count (synthesis) | after routing |
|---|---|---|
| DFF | 526 | 526 |
| AOI/OAI and AO/OA | 71 | 71 |
| muxes | 162 | 162 |
| other | 0 | 1 |
| xor gates and xnor gates | 12 | 12 |
| buffers and inverters | 60 | 192 |
| adders and majority gates | 5 | 5 |
| and+or+nand+nor | 109 | 109 |
[metrics by stage]
stage	instance area [um^2]	setup slack [ps]	total power (W)	std cells	util, %
after global routing	23800	4610	0.00435	1951	35.4
after global placement	22400	5220	0.00283	1865	33.2
after detailed placement	22400	5510	0.00283	1866	33.2
after floorplan	20500	5390	0.00246	945	-
after CTS	23800	4900	0.00423	1950	35.4
final	23800	5100	0.00417	1951	35.4
[per-layer routing]
layer	vias up	share of wire (%)
li1	4164	-
met1	4880	35
met2	623	49
met3	60	15
met4	0	1.7
met5	-	0
[flip-flops by register name, indices dropped and copies added, names as in the netlist, named ones only]
signal                     count
u_sync_fifo.fifo_lutram      512
u_sync_fifo.lutram_rd_ptr      5
u_sync_fifo.lutram_wr_ptr      5
[report_power, final]
part	internal [W]	total, W	switching, W	leakage [nW]
registers	0.00200	0.00202	0.0000261	4.72
clock network	0.000785	0.00139	0.000609	0.704
logic	0.000372	0.000748	0.000375	1.58
[worst max path at each step]
| stage | to | start | depth (start not counted) |
|---|---|---|---|
| CTS | m_axis_tdata[6] | flip-flop | 7 |
| finish | m_axis_tdata[2] | flip-flop | 7 |
| global route | m_axis_tdata[2] | flip-flop | 7 |
[worst max-delay path, cell delays in order, from the launching register on]
cell and delay (ps):
dfxtp_4 540, buf_4 570, buf_4 640, mux4_2 570, nor2b_1 150, a2111oi_0 1010
a211oi_1 140, clkdlybuf4s50_1 490
No activity file was given, so power comes from the tool's default toggle rates.
